==> flow/design.v <==
`timescale 1ns / 1ps
module sevenSeg (
    input clk,                       
    input [15:0] p,            
    output reg [6:0] seg,            
    output reg [3:0] anodes         
);
    reg [3:0] hex_digits [3:0];      
    reg [1:0] current_digit;         
    always @(p) begin
        hex_digits[0] = p[3:0];      
        hex_digits[1] = p[7:4];
        hex_digits[2] = p[11:8];
        hex_digits[3] = p[15:12];    
    end
    reg [6:0] seg_encoding [15:0];
    initial begin
        seg_encoding[0]  = 7'b1111110;    
        seg_encoding[1]  = 7'b0110000;    
        seg_encoding[2]  = 7'b1101101;    
        seg_encoding[3]  = 7'b1111001;    
        seg_encoding[4]  = 7'b0110011;    
        seg_encoding[5]  = 7'b1011011;    
        seg_encoding[6]  = 7'b1011111;    
        seg_encoding[7]  = 7'b1110000;    
        seg_encoding[8]  = 7'b1111111;    
        seg_encoding[9]  = 7'b1111011;    
        seg_encoding[10] = 7'b1110111;    
        seg_encoding[11] = 7'b0011111;    
        seg_encoding[12] = 7'b1001110;    
        seg_encoding[13] = 7'b0111101;    
        seg_encoding[14] = 7'b1001111;    
        seg_encoding[15] = 7'b1000111;    
    end
    always @(posedge clk) begin
        case (current_digit)
            2'b00: begin
                seg <= seg_encoding[hex_digits[0]];   
                anodes <= 4'b1110;                    
            end
            2'b01: begin
                seg <= seg_encoding[hex_digits[1]];   
                anodes <= 4'b1101;                    
            end
            2'b10: begin
                seg <= seg_encoding[hex_digits[2]];   
                anodes <= 4'b1011;                    
            end
            2'b11: begin
                seg <= seg_encoding[hex_digits[3]];   
                anodes <= 4'b0111;                    
            end
        endcase
    end
    always @(posedge clk) begin
        current_digit <= current_digit + 1;
    end
endmodule
==> flow/run.sh <==
#!/bin/bash
# OpenROAD 26Q1-2900-gdf79404cd8, Yosys 0.63+post, stock flow scripts
make -C /OpenROAD-flow-scripts/flow DESIGN_CONFIG=/design/flow/config.mk WORK_HOME=/design/flow/orfs finish
==> flow/config.mk <==
export PLATFORM = sky130hd
export DESIGN_NAME = sevenSeg
export DESIGN_NICKNAME = sevenSeg
export VERILOG_FILES = /design/flow/design.v
export SDC_FILE = /design/flow/constraint.sdc
export NUM_CORES = 4
export LEC_CHECK = 1
export CORE_AREA = 10 10 70 70
export DIE_AREA = 0 0 80 80
==> flow/constraint.sdc <==
current_design sevenSeg

set clk_period 2.7
set clk_io_pct 0.2

create_clock -name clk0 -period $clk_period [get_ports {clk}]

set non_clock_inputs [all_inputs -no_clocks]
set_input_delay [expr $clk_period * $clk_io_pct] -clock clk0 $non_clock_inputs
set_output_delay [expr $clk_period * $clk_io_pct] -clock clk0 [all_outputs]
==> impl_summary.log <==
[report] implementation figures
[metrics] Iteration-0 DRC Markers: 29
[metrics] Std-Cell Core Area: 3420 sq um
[metrics] die span in y: 80 um
[metrics] power density over cell area: roughly 310 nW/um^2
[metrics] leading cell types in the layout, fill and taps excluded: 27 x sky130_fd_sc_hd__clkdlybuf4s50_1, 13 x sky130_fd_sc_hd__ha_1, 13 x sky130_fd_sc_hd__dfxtp_1
[metrics] Die X: approximately 80 um
[metrics] Final setup violation count: 0
[metrics] summed area of non-filler cells in the final layout: roughly 1100 sq um
[metrics] peak supply drop: 106 uV
[metrics] Final Max Slew Viols: 0
[metrics] proportion of synthesized chip area in sequential cells: between 30% and 40%
[metrics] Layout Area Growth over Synthesis: 43.5%
[metrics] slowest stage delay, CP: between 0.4 and 0.5 ns
[metrics] clock latency (worst-skew pair): roughly 0.27 ns
[metrics] H-tree depth: 1
[metrics] Worst Setup SP: current_digit[0]
[metrics] clock tree from TritonCTS: built
[metrics] clock-pin slew on the worst setup and hold paths: about 0.08 ns
[metrics] arrival time of data at the critical path endpoint: 2.34 ns
[metrics] hold-fix buffers at CTS: 0
[metrics] cell at the slowest stage of the critical path: sky130_fd_sc_hd__or3_4
[metrics] total number of yosys warnings: 2
[metrics] detailed-route wire length per cell: 10.2 um
[metrics] path class of the lowest-slack min-delay path: register to register
[metrics] count of antenna diodes in the layout: 0
[metrics] Worst Hold Launch: current_digit[0]
[metrics] Leakage Power: 0.486 nW
[metrics] kind of start point of the critical path: register
[metrics] headroom to the max-slew limit: between 70% and 80%
[metrics] share of final-layout standard cells stronger than drive strength 1: under 10%
[metrics] WL final: 1590 um
[metrics] smallest hold slack: about 0.55 ns
[metrics] placed instance area: around 1100 sq um
[metrics] final critical-path required period: 2.18 ns
[metrics] maximum clock skew at final layout: between 0.003 and 0.004 ns
[metrics] area figure in the yosys stat output: a little under 800 sq um
[metrics] number of global-route vias before repair: between 500 and 600
[metrics] overall global routing resource usage: approximately 4.9%
[metrics] critical path class: register to register
[metrics] post-synth cell types: 26
[metrics] final weighted congestion in routability-driven placement: 0.820
[metrics] first drt pass iteration count: 5
[metrics] clock sink count: 13
[metrics] setup tns final: 0 ns
[metrics] max_cap viols: 0
[metrics] post-synth design cell area: between 700 and 800 sq um
[metrics] cell chosen for the clock root: sky130_fd_sc_hd__clkbuf_4
[metrics] Initial Util: about 23%
[metrics] outcome: finished, final reports clean
[metrics] pin count of the biggest net entering global routing: 16
[metrics] hold violation total from the final report: 0
[metrics] final worst-path cycle share: around four fifths
[metrics] die area: between 6000 and 7000 sq um
[metrics] setup repair after global routing missed its margin: false
[metrics] remaining number of nets flagged by the antenna check after routing: 0
[metrics] cell-by-cell trace of the critical path: inv_1 -> ha_1 -> mux2i_1 -> a221oi_4 -> inv_2 -> or3_4 -> a21oi_2 -> a21oi_1
[metrics] average via count per standard cell: 3.94
[metrics] number of storage elements in the synthesis netlist: 13
[metrics] cell count after synthesis: ~82
[metrics] number of post-CTS setup repair buffers: 0
[metrics] post-cts sizing count: 0
[metrics] mean post-synth cell area: 9.51 sq um
[metrics] maximum buffer depth of the clock tree: 2
[metrics] DPL Wire Length: around 1400 um
[metrics] Design Power: around 0.35 mW
[metrics] launch point of the worst reg-to-reg path: current_digit[0]
[metrics] cell count listed in synth_stat.txt: around 82
[metrics] GRT Residual Overflow: 0
[metrics] actual slew at the worst max-slew pin: 0.356 ns
[metrics] via count: between 600 and 700
[metrics] number of buffers inserted during clock tree synthesis: 3
[metrics] Max Clk Rate: ~0.46 GHz
[metrics] antenna violations before repair: 0
[metrics] number of I/O pins: 28
[metrics] Port Buffers: 27
[metrics] OpenROAD warning count: 35
[metrics] highest-count logic cell in the final layout: sky130_fd_sc_hd__clkdlybuf4s50_1
[metrics] remaining routing DRC violations: 0
[metrics] maximum net fanout on the critical path: 5
[metrics] Critical Path Sink Type: register
[metrics] first-pass GRT wire length: approximately 2600 um
[metrics] cell row count: 21
[metrics] WP data required: 2.86 ns
==> cells in the mapped netlist <==
cell type,count,area (sq um)
sky130_fd_sc_hd__dfxtp_1,13,260
sky130_fd_sc_hd__ha_1,13,163
sky130_fd_sc_hd__inv_1,11,41.3
sky130_fd_sc_hd__a21oi_1,6,30.0
sky130_fd_sc_hd__mux2i_1,6,60.1
sky130_fd_sc_hd__nand2_1,6,22.5
sky130_fd_sc_hd__nor2_1,4,15.0
sky130_fd_sc_hd__nor3b_1,3,22.5
sky130_fd_sc_hd__a31oi_1,2,12.5
sky130_fd_sc_hd__o21ai_0,2,10.0
sky130_fd_sc_hd__a211o_2,1,10.0
sky130_fd_sc_hd__a211oi_1,1,7.51
sky130_fd_sc_hd__a21oi_2,1,8.76
sky130_fd_sc_hd__a221oi_1,1,8.76
sky130_fd_sc_hd__a221oi_4,1,26.3
sky130_fd_sc_hd__a2bb2oi_1,1,8.76
sky130_fd_sc_hd__buf_2,1,5.00
sky130_fd_sc_hd__buf_4,1,7.51
sky130_fd_sc_hd__buf_6,1,11.3
sky130_fd_sc_hd__clkbuf_4,1,7.51
sky130_fd_sc_hd__inv_2,1,3.75
sky130_fd_sc_hd__nand2b_1,1,6.26
sky130_fd_sc_hd__nor2b_1,1,6.26
sky130_fd_sc_hd__nor3_1,1,5.00
sky130_fd_sc_hd__o22a_1,1,8.76
sky130_fd_sc_hd__or3_4,1,11.3
==> layer usage <==
metal,routed length [um],GRT usage [%]
met1,733,6.20
met2,727,7.87
met3,133,1.70
met4,0,0.880
met5,0,0
==> power by group <==
group	switching [mW]	internal, mW	leakage (nW)
registers	0.000603	0.194	0.106
clock network	0.0585	0.0548	0.0177
logic	0.00971	0.0278	0.363
==> logic make-up after synthesis <==
family | count (synthesis) | share of synthesized area [%]
AND/OR/NAND/NOR | 17 | 11.4
multiplexers | 6 | 7.70
flip-flops | 13 | 33.4
adder cells (fa/ha/maj) | 13 | 20.9
AND-OR/OR-AND | 17 | 16.9
buffers and inverters | 16 | 9.79
==> registers in the layout, indices dropped and copies added, names as in the netlist <==
name and flops:
seg 7, anodes 4, current_digit 2
==> metrics by stage <==
step                cells  worst slack, ns  util (%)
global route          157            0.347      32.7
global placement      153            0.458      31.9
detailed placement    153            0.421      31.9
floorplan              82            0.522         -
CTS                   157            0.503      32.7
finish                157            0.516      32.7
==> worst max-delay path: cells and delay by family, from the launching register on <==
family	cells	cell delay [ns]
buffers and inverters	2	0.23
and+or+nand+nor	1	0.41
DFF	1	0.39
AOI/OAI and AO/OA	3	0.54
muxes	1	0.19
adders and majority gates	1	0.31
==> worst paths after layout <==
path / cells after the start / slack (ns) / endpoint
setup / recovery: 8 / 0.52 / seg[6]
hold / removal: 1 / 0.55 / current_digit[0]
setup reg to reg: 8 / 0.52 / seg[6]
hold reg to reg: 1 / 0.55 / current_digit[0]
==> final cells by class <==
type | instances | area [sq um]
clock buffer | 3 | 22.5
clock inverter | 1 | 5.00
fill | 358 | 2300
inverter | 12 | 45.0
multi-input combinational | 53 | 443
sequential | 13 | 260
tap | 46 | 57.6
timing repair buffer | 29 | 285
Power and IR drop assume default switching activity.
