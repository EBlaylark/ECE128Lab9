`./config.mk`:
```
export PLATFORM = sky130hd
export DESIGN_NAME = topModMulti
export DESIGN_NICKNAME = topModMulti
export VERILOG_FILES = /design/flow/design.v
export SDC_FILE = /design/flow/constraint.sdc
export NUM_CORES = 4
export LEC_CHECK = 1
export CORE_UTILIZATION = 40
```
`./constraint.sdc`:
```
current_design topModMulti

set clk_period 4.9
set clk_io_pct 0.2

create_clock -name clk0 -period $clk_period [get_ports {clk}]

set non_clock_inputs [all_inputs -no_clocks]
set_input_delay [expr $clk_period * $clk_io_pct] -clock clk0 $non_clock_inputs
set_output_delay [expr $clk_period * $clk_io_pct] -clock clk0 [all_outputs]
```
`./design.v`:
```
`timescale 1ns / 1ps
module comboMulti(a,b,p);
input [3:0]a,b;
wire[3:0]m0;
wire[4:0]m1;
wire[5:0]m2;
wire[6:0]m3;
wire[7:0]s1, s2, s3;
output[7:0]p;
assign m0 = {4{a[0]}} & b[3:0];
assign m1 = {4{a[1]}} & b[3:0];
assign m2 = {4{a[2]}} & b[3:0];
assign m3 = {4{a[3]}} & b[3:0];
assign s1 = m0+ (m1<<1);
assign s2 = m1+ (m2<<2);
assign s3 = m2+ (m3<<3);
assign p = s3;
endmodule
`timescale 1ns / 1ps
module seqMulti(
    input clk,
    input rst,
    input start,
    input [3:0] a,
    input [3:0] b, 
    output reg [7:0] p,
    output reg done
);
    parameter S0_idle = 0, S1_multiply = 1, S2_update_result = 2, S3_done = 3;
    reg [7:0] partial_product;
    reg [7:0] multiplicand;
    reg [3:0] shift_count;
    reg [3:0] operand_bb;
    reg [1:0] CS, NS;
    always @(posedge clk or posedge rst) begin
        if (rst)
            CS <= S0_idle;  
        else
            CS <= NS;  
    end
    always @(posedge clk or posedge rst) begin
        if (rst) begin
            partial_product <= 8'b0;
            shift_count <= 4'b0;
            multiplicand <= 8'b0;
            operand_bb <= 4'b0;
            p <= 8'b0;
            done <= 0;
        end else begin
            case (CS)
                S0_idle: begin
                    if (start) begin
                        partial_product <= 8'b0;
                        multiplicand <= {4'b0, a};
                        operand_bb <= b;
                        shift_count <= 4'b0;
                        done <= 0;
                        NS = S1_multiply;
                    end else begin
                        NS = S0_idle;
                    end
                end
                S1_multiply: begin
                    if (shift_count < 4) begin
                        if (operand_bb[0]) 
                            partial_product <= partial_product + multiplicand;
                        multiplicand <= multiplicand << 1;
                        operand_bb <= operand_bb >> 1;
                        shift_count <= shift_count + 1;
                        NS = S1_multiply;
                    end else begin
                        NS = S2_update_result;
                    end
                end
                S2_update_result: begin
                    p <= partial_product;
                    done <= 1;
                    NS = S3_done;
                end
                S3_done: begin
                    NS = S0_idle;
                end
            endcase
        end
    end
endmodule
`timescale 1ns / 1ps
module topModMulti (
    input clk,                   
    input rst,               
    input start,                
    input select,               
    input [7:0] a,              
    input [7:0] b,              
    output reg [15:0] p,  
    output reg done         
);
    wire [15:0] seqP;
    wire [15:0] combP;
    wire seqDone;
    seqMulti seqMulti (
        .clk(clk),
        .rst(rst),
        .start(start),
        .a(a),
        .b(b),
        .p(seqP),
        .done(seqDone)
    );
    comboMulti comboMulti (
        .a(a),
        .b(b),
        .p(combP)
    );
    always @(*) begin
        if (select) begin
            p = combP;
            done = 1;  
        end else begin
            p = seqP;
            done = seqDone;
        end
    end
endmodule
```
`./run.sh`:
```
#!/bin/bash
# OpenROAD 26Q1-2900-gdf79404cd8, Yosys 0.63+post, stock flow scripts
make -C /OpenROAD-flow-scripts/flow DESIGN_CONFIG=/design/flow/config.mk WORK_HOME=/design/flow/orfs finish
```
==> out/metrics.cfg <==
[run_status]
status = complete, no violations

[placement]
io_buffers = 20
place_congestion = 0.809
place_hpwl_um = 2650
placed_cells = 283
placed_cell_area_um2 = 2220

[power_and_ir_drop]
swShare_pct = 35.5
vdd_ir_drop_max_mv = 0.154
powerDensity_nw_per_um2 = 485
p_int_uw = 722
p_leak_nw = 1.08
p_sw_uw = 397
seqPwrFrac_pct = 45.5
combPwrFrac_pct = 35.8
clockPowerShare_pct = 18.8

[setup_path]
critPathLaunchType = input port
r2r_end = seqMulti.partial_product[7]$_DFFE_PP0P_
path_max_fanout = 4
end_kind = output port
cp_top_family = buffers and inverters
r2r_setup_slack_ns = 2.72
crit_chain = clkdlybuf4s50_1, and2_1, ha_1, ha_1, inv_1, o32ai_1, clkdlybuf4s50_1
critPathSlowestCell = clkdlybuf4s50_1
r2r-start = seqMulti.CS[1]$_DFF_PP0_
path_class = input port to output port
cp.required_ns = 3.92
cp.arrival_ns = 2.84
rr_worst_depth = 5
max_stage_delay_ns = 0.58
cp.buffers_inverters = 3

[timing]
finalCriticalPeriod_ns = 3.82
finalClockPeriodUsage_pct = 78.0
max_freq_mhz = 262
rsz0062_at_grt = no
setup_tns_ns = 0
tightestPinTransition_ns = 0.728
maxSlewViolCount = 0
fin_skew_ns = 0.00844
hold_violations = 0
finalSetupViolCount = 0
slew-limit-headroom_pct = 51.4

[global_routing]
grt_usage_pct = 16.8
grt_antenna_before_repair = 0
grt_pass1_vias = 1382
grt_max_degree = 38
grt_pass1_wl_um = 6560
overflow = 0

[finish]
fin_area_um2 = 2310
final_core_util_pct = 48.5
syn_to_final_growth_pct = 15.8
layoutNonFillerInstCount = 291
drive_gt1_share_pct = 7.14

[cts]
ctsResizeCount = 0
clockBufferDepth = 2
cts-root-buf = clkbuf_8
path_clk_slew_ns = 0.08
insertion_delay_ns = 0.29
cts_hold_buf = 0
cts_setup_buffers = 0
cts.sinks = 37
numCtsBuffers = 5
cts_max_level = 2
cts_tree = done

[synthesis]
ys_seq_share_pct = 47.0
async_flop_share_pct = 94.6
area_leaders = dfrtp_1 44%, ha_1 6.3%, nand2_1 5.5%, mux2i_1 4.5%, o21ai_0 4.3%
synth_top_flop_cell = dfrtp_1
yosysWarnings = 8
yosysMostFrequentCell = dfrtp_1
syn_inst = 203
common_cells = 35 x dfrtp_1, 29 x nand2_1, 17 x o21ai_0
synth_area_um2 = 1990
synth-edff-count = 2
ys_area_um2 = 1990
synth-seq-cells = 37
top_cell_area_share_pct = 44.0
postSynthAreaPerCell_um2 = 9.81
ys_types = 36
yosys-stat-cells = 203
top_area_cell = dfrtp_1

[routing]
wl_per_cell_um = 12.8
avgViaCountPerCell = 4.82
antennaDiodeCount = 0
dr.pass1.iters = 4
vias = 1403
drtIter0Drc = 84
wl_um = 3720
antenna_left = 0
drcViolationCount = 0

[floorplan]
die_height_um = 72.6
design.core.area_um2 = 4750
die_x_um = 72.6
initCoreUtil_pct = 41.9
die-area_um2 = 5270
rows = 25
io_pins = 37

[hold_path]
hold_end = seqMulti.CS[0]$_DFF_PP0_
hold_depth = 0
hold_class = register to register
hp-start = seqMulti.NS[0]$_DFFE_PN_

[flow_run]
cap_viol_max_count = 0
warning_count = 33

## cells by family after synthesis
family / count (synthesis) / share of synthesized area (%)
buffers and inverters: 25 / 6.53
other: 1 / 0.188
xor gates and xnor gates: 6 / 2.64
adders and majority gates: 11 / 7.29
AOI/OAI and AO/OA: 45 / 13.8
DFF: 37 / 47.0
and+or+nand+nor: 67 / 17.0
muxes: 11 / 5.65
## power by group through the flow
| stage | clock (mW) | combinational, mW | sequential (mW) |
|---|---|---|---|
| CTS | 0.215 | 0.405 | 0.509 |
| global route | 0.229 | 0.462 | 0.525 |
| finish | 0.210 | 0.400 | 0.509 |
## worst register-to-register path, delay by kind of cell (launching register included)
family	cells	cell delay (ns)
mux	2	0.45
simple gates	3	1.21
flops	1	0.45
## layout make-up
class	count	area (um^2)
inverter	9	33.8
sequential	37	936
multi-input combinational	148	952
timing repair buffer	22	215
fill	473	2450
clock inverter	3	17.5
tap	67	83.8
clock buffer	5	68.8
## metal layers
metal | vias up | track usage (%) | part of all wire, %
li1 | 730 | - | -
met1 | 631 | 25.8 | 50
met2 | 36 | 25.9 | 43
met3 | 6 | 4.65 | 5.8
met4 | 0 | 1.96 | 1.5
met5 | - | 0 | 0
## worst max-delay path by stage
stage	startpoint	end	slack (ns)	cells after the start
after CTS	b[3]	p[7]	1.07	7
after global routing	b[3]	p[7]	0.96	7
final	b[3]	p[7]	1.08	7
## registers in the layout, indices dropped and copies added, names as in the netlist
signal	count
seqMulti.NS	2
seqMulti.shift_count	4
seqMulti.p	8
seqMulti.partial_product	8
seqMulti.multiplicand	8
seqMulti.CS	2
seqMulti.done	1
seqMulti.operand_bb	4
## per-stage QoR
stage | power (mW) | hold slack [ns] | setup WS [ns]
floorplan | 0.799 | 0.331 | 2.11
global placement | 0.911 | 0.332 | 1.07
detailed placement | 0.915 | 0.335 | 1.07
CTS | 1.13 | 0.354 | 1.07
global route | 1.22 | 0.362 | 0.962
finish | 1.12 | 0.354 | 1.08
## placed cells by master, fill, tap and decap left out, types with 7 or more instances in the layout
cell type        instances
mux2i_1                  9
inv_1                    9
clkdlybuf4s50_1         20
ha_1                    10
o21ai_1                  7
o21ai_0                 17
dfrtp_1                 35
a22o_1                   7
conb_1                   8
nand3_1                 14
nand2_1                 29
Power figures rest on the tool's default switching activity, not on a simulated workload.
